File: design/flow/run.sh
#!/bin/bash
# OpenROAD 26Q1-2900-gdf79404cd8, Yosys 0.63+post, stock flow scripts
make -C /OpenROAD-flow-scripts/flow DESIGN_CONFIG=/design/flow/config.mk WORK_HOME=/design/flow/orfs finish
File: design/flow/config.mk
export PLATFORM = sky130hd
export DESIGN_NAME = Reg_File
export DESIGN_NICKNAME = Reg_File
export VERILOG_FILES = /design/flow/design.v
export SDC_FILE = /design/flow/constraint.sdc
export NUM_CORES = 4
export LEC_CHECK = 1
export CORE_UTILIZATION = 40
File: design/flow/constraint.sdc
current_design Reg_File

set clk_period 1.5
set clk_io_pct 0.2

create_clock -name clk0 -period $clk_period [get_ports {CLK}]

set non_clock_inputs [all_inputs -no_clocks]
set_input_delay [expr $clk_period * $clk_io_pct] -clock clk0 $non_clock_inputs
set_output_delay [expr $clk_period * $clk_io_pct] -clock clk0 [all_outputs]
File: design/flow/design.v
module Reg_File (
input wire WrEn,
input wire RdEn,
input wire CLK,
input wire RST,
input wire [2:0] Address,
input wire [15:0] WrData,
output reg [15:0] RdData 
	);
reg [15:0] memory [7:0];
always @(posedge CLK or negedge RST) begin
	if (~RST) begin
		memory[0] <= 16'b0;
		memory[1] <= 16'b0;
		memory[2] <= 16'b0;
		memory[3] <= 16'b0;
		memory[4] <= 16'b0;
		memory[5] <= 16'b0;
		memory[6] <= 16'b0;
		memory[7] <= 16'b0;
		RdData <= 16'b0;
	end
	else begin
		if (WrEn && !RdEn) begin
			memory[Address] <= WrData;
		end else if (RdEn && !WrEn) begin
			RdData <= memory[Address];
		end
	end
end
endmodule
==> deck_impl_summary.md <==
Flow Results at a Glance

Yosys
  • Post-synth top cells: 144 x dfrtp_1, 118 x mux2_2, 48 x mux2i_1
  • Yosys cell types: 27
  • Top_reg_cell synth: dfrtp_1
  • Post-Synth AOI/OAI Area: 0.0638
  • MUX area fraction: 0.305
  • Top non-seq family: multiplexers
  • # Cells Yosys: 464
  • Cell Area, Synth: 6430 sq um
  • YS chip area: 6430 sq um
  • Top cells by area: dfrtp_1 56%, mux2_2 21%, mux2i_1 7.5%, o22ai_1 2.7%, mux2_4 2.3%
  • Syn_area_per_cell: 13.9 sq um
  • Synth warn: 2
  • Post-Synthesis Cells: 464
  • Post-synth ARST share: 1.00
  • Adder Share, Synth: 0
  • Synthesized flop and latch total: 144
  • Post-synth top area cell: dfrtp_1
  • Number of enable flip-flop cells: 0
  • Xor/xnor share: 0
  • Seq share, synth: 0.560
  • Top-count cell post-synth: dfrtp_1
  • Basic Gates by Area: 0.0478
  • Top-area cell share: 0.560

STA
  • Fmax: 738 MHz
  • Hold Vio Cnt, Final: 118
  • Final period utilization: 0.903
  • Max_slew headroom: 0.622
  • Final clock skew: 0.00731 ns
  • Slew of the pin with the lowest slew margin: 0.567 ns
  • Slew Viols, Final: 0
  • RSZ-0062 raised after global routing: no
  • WHS: -0.161 ns
  • Final setup fails: 0
  • Fin crit period: 1.35 ns

Layout
  • Post-route cell area: 8080 sq um
  • Area grow syn2layout: 25.5%
  • Fillcell total: 1300
  • Fraction of layout instances using a drive strength above 1: 0.397
  • Final core utilization: 0.524

Min path
  • Worst min path class: primary input to asynchronous set/reset pin

Global routing
  • Largest net degree at the start of global routing: 100
  • Most Crowded Layer GR: met2
  • Vias in the first global route: 4198
  • Grt met2 use: 0.302
  • Tot GR Track Use: 0.192
  • Antenna violations before repair: 0
  • Met1 GRT Util: 0.299
  • Aggregate global routing overflow: 0
  • Met3 usage: 0.0326
  • Global-route wire length before repair: 23400 microns

Pwr
  • Pwr Density: 1400 nW/um^2
  • P_int: 0.00859 W
  • Clk pwr share: 0.371
  • P_sw: 0.00270 W
  • Net Sw Frac: 0.239
  • Seq pwr share: 0.461
  • Pwr Total: 0.0113 W
  • VDD IR max: 0.840 mV
  • Leakage power: 3.72 nW
  • Comb power frac: 0.168

Placement
  • Placed standard-cell area: 7410 sq um
  • Placer congestion estimate: 0.805
  • IO buf count: 38
  • Detailed Place HPWL: 9110 microns

Floorplan
  • Die Y: 129 microns
  • Rows: 45
  • Die area: 16600 sq um
  • IO Count: 39
  • Core Area: 15400 sq um
  • Die X: 129 microns
  • Fp_density: 0.417

Status
  • Failing checks: negative hold slack
  • Status: complete, but fails checks

Clock network
  • H-tree Lvls: 4
  • CTS Sinks: 144
  • CTS clk-pin slew, worst paths: 0.06 ns
  • Late-Pin Clk Latency: 0.41 ns
  • TritonCTS Buffers: 17
  • Clk root buf: clkbuf_16
  • Clock buffer depth: 2
  • CTS tree: built

Critical path
  • R2R depth: 4
  • Delay-heaviest family, CP: flip-flops
  • WP data required: 1.20 ns
  • Reg2Reg Capture Point: RdData[0]$_DFFE_PN0P_
  • CP arrival: 1.05 ns
  • Crit-path cells: dlygate4sd2_1
  • Crit-path slowest cell: dfrtp_1
  • CP bufs+invs: 1
  • Worst setup EP type: output pin
  • R2r setup slk: 0.39 ns
  • Critical Path Start Type: flip-flop
  • Critical path type: flip-flop to output pin
  • Largest fanout on the critical path: 2
  • Slowest Stage Delay on Critical Path: 0.40 ns
  • Worst r2r src: memory[6][0]$_DFFE_PN0P_

Job
  • Total tool warning count: 28
  • Max cap viols: 0

Drt
  • Drt pass-1 iters: 4
  • Post-route ant nets: 0
  • WL per Instance: 18.1 microns
  • Antenna cells: 0
  • Vias per std cell: 5.24
  • Final Routed Wirelength: 13900 microns
  • Via count: 4023
  • 1st-iter DRT viols: 298
  • Drt drc: 0
how the worst max path moves through the flow:
| stage | cells after the start | startpoint | end | slack [ns] |
|---|---|---|---|---|
| 4_1_cts | 7 | RdEn | memory[5][6]$_DFFE_PN0P_ | 0.002 |
| 5_1_grt | 1 | RdData[6]$_DFFE_PN0P_ | RdData[6] | 0.08 |
| 6_report | 1 | RdData[6]$_DFFE_PN0P_ | RdData[6] | 0.15 |
metrics by stage:
stage / setup WS, ns / TNS, ns / instances
global placement: -0.493 / -60.49 / 729
detailed placement: -0.503 / -62.66 / 729
global route: 0.0764 / 0 / 768
floorplan: -0.0588 / -0.945 / 464
CTS: 0.00210 / 0 / 768
finish: 0.145 / 0 / 768
kinds of logic after synthesis:
family	count (synthesis)
buffers and inverters	30
AOI/OAI and AO/OA	64
muxes	176
and+or+nand+nor	50
DFF	144
cell type report:
type                       count  area (sq um)  share of cell area
multi-input combinational    290          2720               0.336
inverter                       1          3.75            0.000465
clock inverter                10           136              0.0169
tap                          211           264              0.0327
sequential                   144          3600               0.446
timing repair buffer          90           900               0.111
clock buffer                  22           454              0.0562
state kept, by name, summed over array words and instances, names as in the netlist:
| signal | cells |
|---|---|
| RdData | 16 |
| memory | 128 |
cells in the final DEF (no fill, tap or decap), types with 16 or more instances in the layout:
cell type          n
mux2_2           118
clkdlybuf4s50_1   16
dfrtp_1          144
o22ai_1           28
dlygate4sd2_1     18
mux2i_1           48
buf_4             38
nand2_1           19
clkbuf_16         17
timing repair:
action | CTS | global route
setup endpoints to repair | 80 | 52
endpoints found under the hold margin | 144 | 72
setup buffers | 7 | 0
gates resized | 18 | 7
power by group through the flow:
| stage | Clock, W | Combinational, W | Sequential, W |
|---|---|---|---|
| after CTS | 0.00429 | 0.00192 | 0.00521 |
| final | 0.00419 | 0.00190 | 0.00521 |
| after global routing | 0.00445 | 0.00210 | 0.00533 |
layer usage:
metal	wire length (microns)	part of all wire
met4	166	0.012
met5	0	0
met2	6750	0.49
met1	6570	0.47
met3	411	0.030
Power figures rest on the tool's default switching activity, not on a simulated workload.

==> /design/flow/design.v <==
module ALU_16B (
input wire [15:0] A,B ,
input wire CLK,
input wire [3:0] ALU_FUN ,
output reg [15:0] ALU_OUT ,
output reg Carry_Flag, Arith_flag, Logic_flag, CMP_flag, Shift_flag
);
always @(posedge CLK) begin
	case (ALU_FUN)
		4'b0000:begin
			{Carry_Flag,ALU_OUT}<=A+B;
		end
		4'b0001:begin
			{Carry_Flag,ALU_OUT}<=A-B;
		end
		4'b0010:begin
			ALU_OUT<=A*B;
		end
		4'b0011:begin
			ALU_OUT<=A/B;
		end
		4'b0100:begin
			ALU_OUT<=A&B;
		end
		4'b0101:begin
			ALU_OUT<=A|B;
		end
		4'b0110:begin
			ALU_OUT<=~(A&B);
		end
		4'b0111:begin
			ALU_OUT<=~(A|B);
		end
		4'b1000:begin
			ALU_OUT<=A^B;
		end
		4'b1001:begin
			ALU_OUT<=(A~^B);
		end
		4'b1010:begin
			ALU_OUT<=(A==B);
		end
		4'b1011:begin
			if(A>B)begin
				ALU_OUT<=2;
			end else begin
				ALU_OUT<=0;
			end
		end
		4'b1100:begin
			if(A<B)begin
				ALU_OUT<=3;
			end else begin
				ALU_OUT<=0;
			end
		end
		4'b1101:begin
			ALU_OUT<=A>>1;
		end
		4'b1110:begin
			ALU_OUT<=A<<1;
		end
		default:begin
			ALU_OUT<=16'b0;
		end
	endcase
end
always @(*) 
begin
	if (ALU_FUN == 4'b0000 || ALU_FUN == 4'b0001 || ALU_FUN == 4'b0010  || ALU_FUN == 4'b0011) begin
		Arith_flag=1;		Logic_flag=0;			CMP_flag=0;			Shift_flag=0;
	end else if (ALU_FUN == 4'b0100 || ALU_FUN == 4'b0101 || ALU_FUN == 4'b0110  || ALU_FUN == 4'b0111 || ALU_FUN == 4'b1000 || ALU_FUN == 4'b1001) begin
		Arith_flag=0;		Logic_flag=1;			CMP_flag=0;			Shift_flag=0;
	end else if (ALU_FUN == 4'b1010 || ALU_FUN == 4'b1011 || ALU_FUN == 4'b1100) begin
		Arith_flag=0;		Logic_flag=0;			CMP_flag=1;			Shift_flag=0;
	end else if (ALU_FUN == 4'b1101 || ALU_FUN == 4'b1110) begin
		Arith_flag=0;		Logic_flag=0;			CMP_flag=0;			Shift_flag=1;
	end
end
endmodule
==> /design/flow/run.sh <==
#!/bin/bash
# OpenROAD 26Q1-2900-gdf79404cd8, Yosys 0.63+post, stock flow scripts
make -C /OpenROAD-flow-scripts/flow DESIGN_CONFIG=/design/flow/config.mk WORK_HOME=/design/flow/orfs finish
==> /design/flow/config.mk <==
export PLATFORM = sky130hd
export DESIGN_NAME = ALU_16B
export DESIGN_NICKNAME = ALU_16B
export VERILOG_FILES = /design/flow/design.v
export SDC_FILE = /design/flow/constraint.sdc
export NUM_CORES = 4
export LEC_CHECK = 1
export CORE_UTILIZATION = 30
==> /design/flow/constraint.sdc <==
current_design ALU_16B

set clk_period 49.7
set clk_io_pct 0.2

create_clock -name clk0 -period $clk_period [get_ports {CLK}]

set non_clock_inputs [all_inputs -no_clocks]
set_input_delay [expr $clk_period * $clk_io_pct] -clock clk0 $non_clock_inputs
set_output_delay [expr $clk_period * $clk_io_pct] -clock clk0 [all_outputs]
==> Flow_metrics.wiki <==
=== Physical design figures ===
{| class="wikitable"
! Metric !! Value
|-
| Global placement routability congestion || 0.9914
|-
| Transition time at the pin with the least slew margin || 819.2 ps
|-
| Total routing resource utilization after global routing || 23.38%
|-
| Maximum capacitance violations || 0
|-
| Setup crit start kind || primary input
|-
| Antenna Nets Post-Route || 0
|-
| Min cycle time layout || 40240 ps
|-
| Most common flop cell mapped by yosys || sky130_fd_sc_hd__dfxtp_1
|-
| CTS Hold Bufs || 0
|-
| Kind of critical path || in -> reg
|-
| Count of unclocked register or latch pins || 4
|-
| Biggest cell delay along the critical path || 760 ps
|-
| Area overhead of the layout relative to synthesis || 10.23%
|-
| Inserted Clock Buffers || 3
|-
| Placed Area || 15450 µm²
|-
| Flops after synth || 21
|-
| Number of DRC violations after detailed-routing iteration 0 || 1466
|-
| Number of top-level design ports || 58
|-
| Post-Syn Area per Cell || 7.242 µm²
|-
| Die Span X || 218.7 µm
|-
| Root Buffer || sky130_fd_sc_hd__clkbuf_16
|-
| Setup repair after global routing missed its margin || no
|-
| Vias in the first global route || 14.08k
|-
| Number of enable flip-flop cells || 1
|-
| Run status || finished, final reports clean
|-
| CP max stage cell || sky130_fd_sc_hd__or4_1
|-
| Core utilization of the finished layout || 33.44%
|-
| Number of hold violations in the final report || 0
|-
| Number of library cell types mapped by synthesis || 93
|-
| Stage-log warning count || 61
|-
| IO Port Bufs || 57
|-
| Site Rows || 79
|-
| Vias after detailed routing || 14.60k
|-
| Remaining design rule violation count || 0
|-
| Cell seen most often among critical-path stages || sky130_fd_sc_hd__a21oi_1
|-
| Hold_ws || 10360 ps
|-
| Worst Path Max Fanout || 24
|-
| Max clock buf depth || 2
|-
| Chip area from the yosys synthesis statistics || 14090 µm²
|-
| Top cell area share || 20.95%
|-
| CTS tree || yes
|-
| Pin count of the biggest net entering global routing || 55
|-
| Synthesized instance count || 1946
|-
| Share of layout cells above drive strength 1 || 6.558%
|-
| Arrival @ worst endpoint || 40390 ps
|-
| Yosys Instances || 1946
|-
| Portion of the clock cycle consumed by the worst path in the final layout || 80.96%
|-
| Lkg Pwr || 6.951 nW
|-
| Total non-filler cell area in the finished layout || 15530 µm²
|-
| Biggest area contributors in the synthesized netlist || sky130_fd_sc_hd__ha_1 (21%), sky130_fd_sc_hd__fa_1 (12%), sky130_fd_sc_hd__nand2_1 (5.1%), sky130_fd_sc_hd__a21oi_1 (5.0%), sky130_fd_sc_hd__inv_1 (5.0%)
|-
| PwrDens || 26.95 nW/µm²
|-
| Post-synthesis cell type with the largest combined area || sky130_fd_sc_hd__ha_1
|-
| Clock transition time at the flip-flop clock pins of the worst setup and hold paths || 60 ps
|-
| Worst hold path type || in -> reg
|-
| Gr ovfl total || 0
|-
| Element type at the critical path end || register
|-
| Core area || 46460 µm²
|-
| Final setup fails || 0
|-
| Relative max-transition margin || 44.70%
|-
| Die span in y || 218.7 µm
|-
| Total standard cell area after synthesis || 14090 µm²
|-
| Most frequent cell after synthesis || sky130_fd_sc_hd__ha_1
|-
| Global-route wire length before repair || 83450 µm
|-
| Number of vias per cell || 5.671
|-
| Setup TNS || 0 ps
|-
| WP data required || 49850 ps
|-
| Number of inserted diodes || 0
|-
| Post-Place Setup Slack || 9665 ps
|-
| Capturing instance or port of the critical path || ALU_OUT[0]
|-
| Effective utilization at floorplan || 30.34%
|-
| IR Drop Worst-Case VDD || 0.03352 mV
|-
| Count of TritonRoute iterations in the first routing pass || 6
|-
| Final routed wire length divided by cell count || 21.14 µm
|-
| Top cell types by occurrence after synthesis || sky130_fd_sc_hd__ha_1 (236), sky130_fd_sc_hd__nand2_1 (193), sky130_fd_sc_hd__inv_1 (187), sky130_fd_sc_hd__nor2_1 (183), sky130_fd_sc_hd__a21oi_1 (141)
|-
| Post-CTS resize count || 0
|-
| Fmax || 24.85 MHz
|-
| Worst setup startpoint || B[12]
|-
| Total Routed Length || 54410 µm
|-
| Total of fill cells in the finished design || 4871
|-
| Setup WS post-layout || 9460 ps
|-
| Post-CTS setup buffer count || 0
|-
| Number of max-slew violations in the final report || 0
|-
| Count of endpoints without a timing constraint || 8
|-
| Fraction of registers with async set or reset after synthesis || 0%
|-
| Count of yosys warnings during synthesis || 1
|-
| Detailed-placement wirelength estimate || 41710 µm
|-
| Maximum level of the CTS H-tree || 1
|-
| Initial antenna violation count || 0
|-
| Chip area || 47850 µm²
|}
## cell usage in the layout, fill, tap and decap left out, types with 6 or more instances in the layout
| master | count |
|---|---|
| sky130_fd_sc_hd__a22oi_1 | 9 |
| sky130_fd_sc_hd__nor2b_1 | 18 |
| sky130_fd_sc_hd__o211ai_1 | 29 |
| sky130_fd_sc_hd__nand3_1 | 44 |
| sky130_fd_sc_hd__a21o_1 | 26 |
| sky130_fd_sc_hd__o31a_1 | 6 |
| sky130_fd_sc_hd__a21boi_0 | 11 |
| sky130_fd_sc_hd__o21bai_1 | 7 |
| sky130_fd_sc_hd__ha_1 | 236 |
| sky130_fd_sc_hd__o31ai_1 | 8 |
| sky130_fd_sc_hd__or2_2 | 16 |
| sky130_fd_sc_hd__mux2i_1 | 11 |
| sky130_fd_sc_hd__mux2_2 | 22 |
| sky130_fd_sc_hd__xor2_1 | 43 |
| sky130_fd_sc_hd__a31oi_1 | 20 |
| sky130_fd_sc_hd__a221oi_1 | 14 |
| sky130_fd_sc_hd__buf_4 | 51 |
| sky130_fd_sc_hd__nor3_1 | 49 |
| sky130_fd_sc_hd__a21oi_1 | 141 |
| sky130_fd_sc_hd__or3_1 | 20 |
| sky130_fd_sc_hd__and2_1 | 10 |
| sky130_fd_sc_hd__clkdlybuf4s50_1 | 55 |
| sky130_fd_sc_hd__a211oi_1 | 19 |
| sky130_fd_sc_hd__o221ai_1 | 12 |
| sky130_fd_sc_hd__o21ai_0 | 116 |
| sky130_fd_sc_hd__xnor2_1 | 78 |
| sky130_fd_sc_hd__nor4_1 | 17 |
| sky130_fd_sc_hd__fa_1 | 82 |
| sky130_fd_sc_hd__o21a_1 | 29 |
| sky130_fd_sc_hd__nand4_1 | 10 |
| sky130_fd_sc_hd__inv_1 | 187 |
| sky130_fd_sc_hd__o22ai_1 | 13 |
| sky130_fd_sc_hd__nand2_1 | 193 |
| sky130_fd_sc_hd__nor2_1 | 183 |
| sky130_fd_sc_hd__a221o_1 | 12 |
| sky130_fd_sc_hd__a222oi_1 | 6 |
| sky130_fd_sc_hd__and3_1 | 9 |
| sky130_fd_sc_hd__dfxtp_1 | 16 |
| sky130_fd_sc_hd__nand2b_1 | 21 |
## worst max-delay path: cells and delay by family
| family | cells | cell delay (ps) |
|---|---|---|
| mux | 4 | 1270 |
| fa+ha+maj | 15 | 4550 |
| simple gates | 23 | 5590 |
| compound gates | 69 | 17200 |
| buf+inv | 8 | 1780 |
## flip-flops by register name, indices dropped and copies added (netlist names)
signal	flops
Shift_flag	1
Carry_Flag	1
CMP_flag	1
Logic_flag	1
ALU_OUT	16
Arith_flag	1
## cell type report
class                           instances  area, µm²  area share, %
Timing Repair Buffer                  108      943.4          6.073
Clock buffer                            3      75.07         0.4832
Clock inverter                          1      5.005        0.03222
Sequential cell                        21      410.4          2.642
Multi-Input combinational cell       1642      12620          81.24
Tap cell                              607      759.5          4.889
Inverter                              192      720.7          4.639
## per-stage QoR
stage,power (mW),instances
global route,0.4657,2574
finish,0.4187,2574
global placement,0.3925,2570
CTS,0.4159,2574
detailed placement,0.3928,2570
floorplan,0.2931,1946
## power by group
| group | internal [mW] | leakage (nW) | switching, mW |
|---|---|---|---|
| clock network | 0.0109 | 0.0409 | 0.00833 |
| logic | 0.161 | 6.73 | 0.220 |
| registers | 0.0174 | 0.175 | 0.00143 |
| total | 0.189 | 6.95 | 0.229 |
## worst min-delay path by stage
stage              start    endpoint  slack, ps  cells after the start
CTS           ALU_FUN[1]  Carry_Flag      10360                      3
global route  ALU_FUN[1]  Carry_Flag      10410                      3
finish        ALU_FUN[1]  Carry_Flag      10360                      3
## layer usage
layer	vias up	track usage, %	wire length, µm
li1	6987	-	-
met2	621	36.62	24170
met5	-	0.5208	0
met3	153	4.847	4597
met4	0	8.866	2669
met1	6835	31.68	22970
## kinds of logic after synthesis
logic type                 Yosys count  share of synthesized area [%]
AOI/OAI and AO/OA                  547                          25.86
and+or+nand+nor                    621                          20.72
xor gates and xnor gates           121                          7.520
adders and majority gates          318                          32.60
latches                              4                         0.4262
DFF                                 17                          2.486
muxes                               35                          2.752
buffers and inverters              283                          7.635
Power and IR drop assume default switching activity.

--- flow/design.v ---
module CLK_DIV (
input wire I_ref_clk,
input wire I_rst_n,
input wire I_clk_en,
input wire [7:0] I_div_ratio,
output wire O_div_clk
);
reg [6:0] counter;
reg odd_flag; 
reg O_div_clk_2;
assign O_div_clk = (I_clk_en && ( I_div_ratio != 0) && ( I_div_ratio != 1))? O_div_clk_2 : I_ref_clk ;
always @(posedge I_ref_clk or negedge I_rst_n) begin
	if (~I_rst_n) begin
		O_div_clk_2 <= 1'b0;
		odd_flag <= 1'b0;		
		counter <= 0;
	end
	else begin
		if (I_clk_en && ( I_div_ratio != 0) && ( I_div_ratio != 1)) begin
			if ((I_div_ratio[0] == 0) && (counter == (I_div_ratio >> 1)-1)) begin
				O_div_clk_2 <= ~O_div_clk_2;
				counter <= 1'b0;
			end else if ((I_div_ratio[0] == 1) && (counter == (I_div_ratio >> 1)) && (odd_flag == 0)) begin
				O_div_clk_2 <= 1'b1;
				odd_flag <= 1'b1;
				counter <= 1'b0;
			end else if ((I_div_ratio[0] == 1) && (counter == (I_div_ratio >> 1)-1) && (odd_flag == 1)) begin
				O_div_clk_2 <= 1'b0;
				odd_flag <= 1'b0;
				counter <= 1'b0;
			end else begin
				counter <= counter + 1;
			end
		end
	end
end
endmodule
--- flow/run.sh ---
#!/bin/bash
# OpenROAD 26Q1-2900-gdf79404cd8, Yosys 0.63+post, stock flow scripts
make -C /OpenROAD-flow-scripts/flow DESIGN_CONFIG=/design/flow/config.mk WORK_HOME=/design/flow/orfs finish
--- flow/config.mk ---
export PLATFORM = sky130hd
export DESIGN_NAME = CLK_DIV
export DESIGN_NICKNAME = CLK_DIV
export VERILOG_FILES = /design/flow/design.v
export SDC_FILE = /design/flow/constraint.sdc
export NUM_CORES = 4
export LEC_CHECK = 1
export CORE_AREA = 10 10 88 88
export DIE_AREA = 0 0 98 98
--- flow/constraint.sdc ---
current_design CLK_DIV

set clk_period 4.2
set clk_io_pct 0.2

create_clock -name clk0 -period $clk_period [get_ports {I_ref_clk}]

set non_clock_inputs [all_inputs -no_clocks]
set_input_delay [expr $clk_period * $clk_io_pct] -clock clk0 $non_clock_inputs
set_output_delay [expr $clk_period * $clk_io_pct] -clock clk0 [all_outputs]
==> run summary <==
Implementation results

The run finished with clean final reports. Counting the fill cells in the layout gives 629. The part of the power in the clock network is 0.314.

The overall via count from detail_route is 761. The die area is 9604 um^2. The transition time recorded at the tightest slew-check pin is 0.8120 ns. The row count is 28. According to the timing report, the arrival time at the worst endpoint equals 3.16 ns.

The via count of the first global-routing pass is 797. The routed length per placed instance is 11.45 um. The final sum of negative setup slack is 0 ns. The count of distinct cell types in the synthesized netlist is 38. The overall track demand over capacity in global routing is 0.04638. The total power draw is 0.6092 mW. The path depth of the worst reg2reg path is 6. The fraction of the core area occupied by cells at floorplan is 0.1365. The maximum clock rate is 0.2499 GHz. The last weighted congestion value of the routability-driven placer is 0.8479. The global-route congestion overflow total is 0. In this run the worst hold path is classified as register to register.

Before any placement, the netlist area is recorded as 808.3 um^2. The number of instances in the synthesized netlist is 96. Per the log, the first TritonRoute iteration ended with a DRC count of 106.

Averaged over all synthesized cells, the footprint is 8.420 um^2. The number of warnings the tools reported is 28. The first-pass GRT wire length is 3767 um. For the worst min-delay path, the startpoint reported by OpenROAD is odd_flag$_DFFE_PN0P_. The number of cells reported by Yosys stat comes to 96. In the synthesized netlist the async set-or-reset flop fraction comes to 1.000. Power spread over the standard cell area amounts to 560.3 nW/um^2. The warning count from the yosys run is 1. The sequential-to-total area share from yosys stat is 0.2786. The analysis reports a worst IR drop on VDD of 185.4 uV. Per the OpenROAD floorplan log, the area of the core is 5921 um^2.

The post-route core utilization is 0.1836. The dominant logic cell type in the layout is sky130_fd_sc_hd__nand2_1. The most common flop cell mapped by yosys is sky130_fd_sc_hd__dfrtp_1. The total wirelength of the detailed-routed design is 2141 um.

The post-route worst hold slack is 0.4991 ns. Per the timing report, the most critical flop-to-flop path originates at counter[2]$_DFFE_PN0P_. 12 I/O pins were placed.

The clock tree from TritonCTS is yes. The minimum period implied by the final worst setup slack is 4.002 ns. Across the routed clock network, the largest skew measured is 0.0004983 ns. The category of the critical setup timing path is input port to output port. Per the layout area report, the combinational gate area comes to 541.8 um^2. STA classifies the critical path endpoint as an output port. The internal power of the cells totals 0.3861 mW. The part of the power in combinational logic is 0.396. Per the post-route antenna check, the number of violating nets is 0. The number of gates resized after CTS is 0. The post-synth count of flops with an enable pin is 0. The max-capacitance violation count is 0. The worst-case setup slack after placement is 0.2815 ns. According to the floorplan report, the die height is 98 um. The summed standard-cell area reported by yosys is 808.3 um^2. In this run, placement finished with an instance count of 180. Summing all flip-flop and latch instances after layout gives 225.2 um^2. The area after detailed placement is 1001 um^2. The synthesis-stage register bit count is 9. The post-route fraction of the period consumed by the critical path is 0.9527. For the worst-skew pair, the clock arrives at the later sink with an insertion delay of 0.33 ns. The last timing report of the flow puts the setup violation total at 0. For this design the total switching power over the nets is 0.2231 mW. The minimum setup slack among reg-to-reg paths is 1.76 ns. The finished cells cover 1087 um^2. The number of antenna violations at the first check in global routing is 0. The relative max-transition margin is 0.4537.

The synthesis-to-layout area growth is 34.52%. The final antenna diode tally reported by the flow is 0. The count of unresolved DRC violations after routing is 0. On the reported timing paths, the clock transition at the registers reads 0.04 ns. The number of buffers added for setup after CTS is 0. Buffers inserted to repair hold after CTS numbered 0. The library cells used most frequently in the layout, excluding fill and tap cells, are 12 x sky130_fd_sc_hd__nand2_1, 11 x sky130_fd_sc_hd__clkdlybuf4s50_1, 9 x sky130_fd_sc_hd__dfrtp_1, 6 x sky130_fd_sc_hd__clkbuf_8. In this run the static leakage power is 0.4210 nW. The via count normalized by instance count is 4.070. The switching portion of total power comes to 0.3662. The critical path maximum fanout is 6. The startpoint class of the critical path is an input port. For the worst reg-to-reg path, the endpoint reported by OpenROAD is O_div_clk_2$_DFFE_PN0P_.

The finished layout holds 187 standard cells, fillers aside. The required time at the worst endpoint is listed as 3.36 ns. Looking at the hold checks, the worst path lands on odd_flag$_DFFE_PN0P_.

Detailed placement ended at an HPWL of 1582 um. Of the total power, registers draw 0.290. Max-slew check failures listed in the final report amount to 0. The share of cells above drive strength 1 is 0.1071. The worst path setup slack after routing is 0.1985 ns. The horizontal die dimension is 98 um. The final hold violation count recorded for this run is 0. Entering global routing, the biggest net connects 14 pins. The first detailed-routing pass ran for 4 iterations. Per the placement log, port buffering inserted 11 buffers. The report gives the cell count of the worst hold path as 1. Setup repair after global routing left no endpoint under its margin.
critical path, cell delays in order:
cell	delay, ns
sky130_fd_sc_hd__clkdlybuf4s50_1	0.47
sky130_fd_sc_hd__or4_1	0.57
sky130_fd_sc_hd__or4_4	0.46
sky130_fd_sc_hd__and2_1	0.24
sky130_fd_sc_hd__nand2_1	0.09
sky130_fd_sc_hd__nand2_1	0.05
sky130_fd_sc_hd__clkdlybuf4s50_1	0.43
sequential cells by signal (all words and copies together), names as in the netlist:
| signal | cells |
|---|---|
| counter | 7 |
| O_div_clk_2 | 1 |
| odd_flag | 1 |
layer usage:
layer,vias up,track usage,part of all wire
met4,0,0.01678,0.020
met1,349,0.06303,0.50
met5,-,0,0
li1,384,-,-
met2,24,0.06294,0.40
met3,4,0.02063,0.080
power groups by stage:
stage / clock network (mW) / logic (mW) / registers, mW
CTS: 0.198 / 0.241 / 0.175
global route: 0.206 / 0.274 / 0.183
finish: 0.191 / 0.241 / 0.177
cells in the mapped netlist, types with 2 or more instances:
cell,count,area share
sky130_fd_sc_hd__dfrtp_1,9,0.28
sky130_fd_sc_hd__xor2_1,5,0.054
sky130_fd_sc_hd__o21a_1,2,0.019
sky130_fd_sc_hd__nor2_1,3,0.014
sky130_fd_sc_hd__a211oi_1,4,0.037
sky130_fd_sc_hd__or3_1,3,0.023
sky130_fd_sc_hd__a21oi_1,3,0.019
sky130_fd_sc_hd__nor3_1,5,0.031
sky130_fd_sc_hd__or4_1,3,0.028
sky130_fd_sc_hd__buf_2,3,0.019
sky130_fd_sc_hd__xnor2_1,5,0.054
sky130_fd_sc_hd__o21ai_1,2,0.012
sky130_fd_sc_hd__nand2b_1,4,0.031
sky130_fd_sc_hd__a21o_1,3,0.028
sky130_fd_sc_hd__inv_1,4,0.019
sky130_fd_sc_hd__nand2_1,12,0.056
sky130_fd_sc_hd__nand3_1,4,0.025
sky130_fd_sc_hd__ha_1,2,0.031
worst max-delay path by stage:
stage,from,end,slack [ns]
finish,I_div_ratio[4],O_div_clk,0.20
global route,I_div_ratio[4],O_div_clk,0.12
CTS,I_div_ratio[4],O_div_clk,0.17
logic make-up (layout without fill, tap and decap cells):
group | count (synthesis) | after routing | share of synthesized area
flops | 9 | 9 | 0.2786
buf+inv | 8 | 24 | 0.05107
xor+xnor | 11 | 11 | 0.1362
simple gates | 46 | 46 | 0.3313
compound gates | 20 | 20 | 0.1718
fa+ha+maj | 2 | 2 | 0.03095
cell type report:
type / count / area share
repair buffers: 12 / 0.1059
well taps: 75 / 0.08631
multi-input cells: 79 / 0.4983
clock buffers: 8 / 0.08861
inverters: 4 / 0.01381
flip-flops and latches: 9 / 0.2071
No activity file was given, so power comes from the tool's default toggle rates.
